`flow/config.mk`:
```
export PLATFORM = sky130hd
export DESIGN_NAME = RAM256x64
export DESIGN_NICKNAME = RAM256x64
export VERILOG_FILES = /design/flow/design.v
export SDC_FILE = /design/flow/constraint.sdc
export NUM_CORES = 4
export LEC_CHECK = 1
export CORE_UTILIZATION = 50
export SYNTH_MEMORY_MAX_BITS = 65536
```
`flow/constraint.sdc`:
```
current_design RAM256x64

set clk_period 114.9
set clk_io_pct 0.2

create_clock -name clk0 -period $clk_period [get_ports {clock}]

set non_clock_inputs [all_inputs -no_clocks]
set_input_delay [expr $clk_period * $clk_io_pct] -clock clk0 $non_clock_inputs
set_output_delay [expr $clk_period * $clk_io_pct] -clock clk0 [all_outputs]
```
`flow/design.v`:
```
module RAM256x64(address, clock, in, write, out);
	input [7:0] address;
	input clock;
	input [63:0] in;
	input write;
	output reg [63:0] out;
	reg [63:0] mem [0:255];
	always @(posedge clock) begin
		if(write) begin
			mem[address] <= in;
		end
	end
	always @(posedge clock) begin
		out <= mem[address];
	end
endmodule
```
`flow/run.sh`:
```
#!/bin/bash
# OpenROAD 26Q1-2900-gdf79404cd8, Yosys 0.63+post, stock flow scripts
make -C /OpenROAD-flow-scripts/flow DESIGN_CONFIG=/design/flow/config.mk WORK_HOME=/design/flow/orfs finish
```
==> changes_impl.md <==
## Implementation

- Family with the most delay on the worst path: buffers and inverters
- Leak: ~220 nW
- Crit share post-route: 0.280
- Cell area power density: roughly 18 nW/um^2
- Worst slew margin: 0.0111
- CTS Hold Bufs: 0
- Synth warn: 1
- R2r setup slk: around 110000 ps
- Top cells by area: edfxtp_1 (80%), mux4_2 (15%), a22oi_1 (2.5%), a21oi_1 (0.83%), clkbuf_1 (0.58%)
- Detailed-route via count: 295k
- Min-delay worst type: flop to flop
- Avg Cell Area, Syn: ~24 sq um
- Worst Setup Path Type: input port to flop
- CTS resizes: 0
- DP Cell Count: between 40k and 50k
- Die area: between 1000000 and 1500000 sq um
- Fillcell total: 85.6k
- Port bufs: 137
- Worst setup EP type: flop
- Failing checks: capacitance limit
- Final Total Pwr: roughly 13 mW
- CTS H-tree lvls: 7
- Hold path start: mem[4][57]$_DFFE_PP_
- Top cell by count, worst path: buf_4
- Worst path slowest cell: o41ai_2
- Synth Instances: roughly 26k
- RSZ-0062 raised after global routing: false
- GRT Total Usage: 0.341
- Status: complete, but fails checks
- Largest net degree at the start of global routing: approximately 120
- Grt ovf: 0
- Dpl hpwl: between 1000000 and 1500000 microns
- Final cell count without fillers: 46.0k
- TritonCTS clock tree: built
- Post-CTS setup repair buffer count: 0
- Area share, top type: 0.798
- CTS Buf Count: between 1.5k and 2k
- Worst r2r dst: out[43]$_DFF_P_
- Skew-Pair Late Insertion Delay: between 1000 and 1500 ps
- Layout cell share with drive strength beyond 1: 0.300
- Hold Crit Depth: 5
- Ys cells: around 26k
- Layout Skew: between 100 and 150 ps
- Final Max Tran Viols: 0
- Core Area: between 1000000 and 1500000 sq um
- WL/cell: approximately 40 microns
- Pre-Place Util: 0.502
- Largest stage delay, worst path: between 1000 and 1500 ps
- Final hold viol count: 0
- Final Util: 0.574
- First drt pass iteration count: 6
- Worst Path Required: 116110 ps
- R2R depth: 6
- Num rows: around 400
- Synth-to-layout area growth: 14.3%
- Worst-path clk slew: 60 ps
- # clock sinks: approximately 16k
- Area leader, netlist: edfxtp_1
- IO Count: about 140
- Routed Antenna Nets: 0
- Count of tool warnings: 34
- Via density: approximately 6.4
- Clock buffer depth: 6
- Post-synthesis sequential area ratio: 0.800
- Die X: around 1100 microns
- Max-cap viol count: 1
- Global-route wire length before repair: around 2500000 microns
- Total negative slack: 0 ps
- Worst-path cell chain: buf_16, buf_4, buf_4, buf_4, buf_4, buf_4, buf_4, buf_4, buf_4, buf_4, buf_4, buf_4, buf_4, mux4_2, a22oi_1, a21oi_1, buf_4, o41ai_2, buf_4, nand4_1
- Arr. time, crit path: ~33000 ps
- Initial antenna violation count: around 140
- Mapped Area: 617000 sq um
- Drc violations: 0
- Worst setup SP type: input port
- Hold WS: 933 ps
- Worst IR Drop VDD: 0.0000152 V
- Root buf cell: clkbuf_16
- WP buf/inv: 15
- Final Setup Violations: 0
- Die span in y: 1110 microns
- Slew @ Worst Pin: about 1500 ps
- Vias in the first global route: 330k
- Final wirelength: around 1800000 microns
- Gpl congestion: approximately 0.88
- Hold Path End: out[57]$_DFF_P_
- Yosys chip area: ~620000 sq um
- Fin crit period: roughly 32000 ps
- FF-to-FF Start: mem[143][43]$_DFFE_PP_
- Flops after synth: 16.4k
- Distinct lib cells: 23
- CP max FO: just under 70
- First DRT Iteration DRCs: ~20k
- F_max: 31.1 MHz
power breakdown:
part           switching (mW)  leakage, nW  internal [mW]  total, mW
Clock                    2.24         26.0           3.06       5.29
Sequential             0.0146          148           6.61       6.63
Combinational           0.393         43.1          0.194      0.587
Total                    2.65          217           9.87       12.5
final cells by class:
type | count | area, sq um | area share
sequential | 16400 | 493000 | 0.700
tap | 16400 | 20500 | 0.0290
antenna | 368 | 921 | 0.00131
timing repair buffer | 1911 | 15800 | 0.0225
inverter | 1 | 3.75 | 0.00000533
multi-input combinational | 7810 | 121000 | 0.172
clock inverter | 926 | 8120 | 0.0115
clock buffer | 2136 | 45100 | 0.0640
per-stage QoR:
stage,setup WS (ps),instance area [sq um]
global route,81960,705000
CTS,82730,704000
finish,82700,705000
detailed placement,81350,651000
global placement,80890,650000
floorplan,85710,617000
sequential cells by signal, summed over array words and instances, names as in the netlist:
signal	cells
out	64
mem	16384
synthesized netlist by cell type:
cell,number
edfxtp_1,16400
mux4_2,4096
a22oi_1,2048
a21oi_1,1024
clkbuf_1,957
buf_2,388
o41ai_1,256
nor2_1,232
buf_1,141
dfxtp_1,64
nand4_1,64
buf_4,55
nor3_1,30
nand2_1,28
nand3_1,13
buf_6,9
nor2b_1,7
nand2b_1,6
and2_1,2
or2_2,2
and2_0,1
inv_1,1
or3_1,1
cells by family after synthesis:
| kind of cell | Yosys count | share of synthesized area |
|---|---|---|
| DFF | 16400 | 0.800 |
| muxes | 4096 | 0.150 |
| AOI/OAI and AO/OA | 3328 | 0.0369 |
| buffers and inverters | 1551 | 0.0107 |
| and+or+nand+nor | 386 | 0.00277 |
placed cells by master (no fill, tap or decap), types with 5 or more instances in the layout:
cell type	instances
edfxtp_1	16400
clkinv_1	392
nand2_2	6
a22oi_1	2048
mux4_2	4096
nand4_1	64
clkbuf_8	20
clkinv_16	9
o41ai_4	41
nand2_4	8
nand3_4	8
buf_8	65
clkbuf_16	1735
bufinv_16	128
diode_2	368
dfxtp_1	64
a21oi_2	12
inv_6	12
buf_4	1706
nor2_4	228
clkinv_2	306
o41ai_1	23
a21oi_1	1012
o41ai_2	192
clkinvlp_4	50
buf_12	60
nor3_2	30
inv_16	18
nand3_1	5
nand2_1	14
clkbuf_1	383
clkdlybuf4s50_1	69
clkinv_8	9
buf_6	7
how the worst max path moves through the flow:
stage          start              end  slack, ps  depth (start not counted)
4_1_cts   address[0]  out[15]$_DFF_P_      82730                         18
5_1_grt   address[0]  out[22]$_DFF_P_      81960                         19
6_report  address[1]  out[48]$_DFF_P_      82700                         20
metal layers:
layer	vias up	part of all wire	track usage	wire, microns
met3	3471	0.23	0.336	426000
met4	216	0.049	0.122	90100
li1	118000	-	-	-
met2	24400	0.45	0.453	826000
met5	-	0.0063	0.0797	11500
met1	150000	0.26	0.373	484000
worst register-to-register path, cell delays in order, from the launching register on:
cell and delay [ps]:
edfxtp_1 350, mux4_2 530, a22oi_1 220, a21oi_1 320, o41ai_2 1150, buf_4 370
nand4_1 110
No activity file was given, so power comes from the tool's default toggle rates.
