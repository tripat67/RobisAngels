`flow/design.v`:
```
module alu_reg (f, d, status, k, fs, addrR, addrA, addrB, s, sd, sb, c0, w, clk, rst);
	output [63:0] d;								 
	output [63:0] f;								 
	output [3:0]  status;						 
	input  [63:0] k;								 
	input  [4:0]  addrR, addrA, addrB;		 
	input  [4:0]  fs;								 
	input  sd, sb;									 
	input  s;
	input  w, clk, rst;							 
	input  c0;										 
	wire [63:0] dataA, dataB;
	wire [63:0] mout;
	wire [63:0] R0, R1, R3, R5, R20, R21, R22, R23;
	register_file u0 (w, addrR, d, rst, addrA, addrB, clk, dataA, dataB, R0, R1, R3, R5, R20, R21, R22, R23);
	alu 			  u1 (dataA, mout, fs, c0, f, status);
	mux2_1 m1 (mout, dataB, k, s);			 
	assign d = sb ? dataB : 64'bz;
	assign d = sd ? f : 64'bz;
endmodule 
module mux2_1 (out, in0, in1, s);
	output [63:0] out;
	input  [63:0] in0, in1;
	input  s;
	assign out = s ? in1 : in0;
endmodule 
```
`flow/run.sh`:
```
#!/bin/bash
# OpenROAD 26Q1-2900-gdf79404cd8, Yosys 0.63+post, stock flow scripts
make -C /OpenROAD-flow-scripts/flow DESIGN_CONFIG=/design/flow/config.mk WORK_HOME=/design/flow/orfs finish
```
`flow/config.mk`:
```
export PLATFORM = sky130hd
export DESIGN_NAME = mux2_1
export DESIGN_NICKNAME = mux2_1
export VERILOG_FILES = /design/flow/design.v
export SDC_FILE = /design/flow/constraint.sdc
export NUM_CORES = 4
export LEC_CHECK = 1
export CORE_AREA = 10 10 83 83
export DIE_AREA = 0 0 93 93
```
`flow/constraint.sdc`:
```
current_design mux2_1

set clk_period 1.0
set clk_io_pct 0.2

create_clock -name clk0 -period $clk_period

set non_clock_inputs [all_inputs -no_clocks]
set_input_delay [expr $clk_period * $clk_io_pct] -clock clk0 $non_clock_inputs
set_output_delay [expr $clk_period * $clk_io_pct] -clock clk0 [all_outputs]
```
==> results_slide.txt <==
Key Metrics from the Run

Layout
  – Flops: 0
  – Flop area: 0 um2
  – Fin cells: 344
  – Design Area, Final: 0.00305 mm2
  – Clkbuf count: 0
  – Share of cells above drive strength 1: 53.1%
  – Layout area overhead: 183%
  – Utilization after layout: 59.3%

Placed design
  – DP Cell Count: 334
  – Pre-CTS setup slack: -547 ps
  – Number of port buffers: 193
  – DPL Wire Length: 6160 um
  – RD Place Congestion: 0.789
  – Dpl cell area: 0.00307 mm2

Global routing
  – Remaining Overflow, GRT: 0
  – GRT Util Overall: 14.4%
  – First-pass GRT wire length: 9580 um
  – Initial antenna violation count: 1
  – Vias in the first global route: 1548
  – Largest net degree at the start of global routing: 15

Floorplan
  – Die height: 93 um
  – Core area: 0.00514 mm2
  – Num rows: 26
  – Io pins: 193
  – Initial Utilization: 21.0%
  – DIE WIDTH: 93 um
  – Die area: 0.00865 mm2

Final timing
  – F_max: 0.844 GHz
  – # setup viols final: 64
  – Slew HR: 92.0%
  – Final worst slack: -185 ps
  – Final max-slew violation count: 0
  – RSZ-0062 raised after global routing: yes
  – Worst Tran Pin Value: 121 ps
  – Fin crit share: 119%
  – Post-layout minimum cycle time: 1190 ps
  – Final hold violations: 0

Critical path
  – Worst setup SP type: input pin
  – Required @ worst endpoint: 800 ps
  – Worst path bufs/invs: 4
  – Crit Path Category: in2out
  – Setup crit end kind: output port
  – Slowest library cell on the worst path: mux2_4
  – CP delay by family, top: buffers and inverters
  – Slowest cell delay on critical path: 280 ps
  – Worst-path cell chain: buf_12, buf_12, buf_4, mux2_4, buf_2
  – Highest fanout seen on the critical path: 7
  – Cell mode on critical path: buf_12
  – Worst path arrival time: 990 ps

Power and ir drop
  – Clock share of power: 0%
  – Sw Share: 23.4%
  – Cell area power density: 400 mW/mm2
  – Net Sw Power: 0.286 mW
  – Total power: 1.22 mW
  – Leak pwr: 1.70 nW
  – Reg power frac: 0%
  – Peak supply drop: 215 uV
  – Comb power frac: 100.0%
  – Power Internal: 0.934 mW

Synthesis
  – Syn. warnings: 2
  – Mean Syn Cell Area: 15.2 um2
  – Yosys top cell by area: mux2_4
  – Post-Synthesis Cells: 71
  – Top cells by count: mux2_4 (60), buf_12 (6), mux2_2 (4)
  – Cell with the most instances after synthesis: mux2_4
  – Synth Seq Share: 0%
  – Post-synth cell types: 4
  – Netlist Area Pre-Place: 0.00108 mm2
  – Yosys cell count: 71
  – Max-area cell share: 83.6%
  – Synth area leaders: mux2_4 (84%), buf_12 (11%), mux2_2 (4.2%), buf_6 (1.0%)
  – Yosys stat area: 0.00108 mm2

Worst hold path
  – Worst Hold End: out[18]
  – Hold path start: in1[18]
  – Worst hold path type: in2out
  – Hold Path Depth: 3

Status
  – Outcome: finished, violations left
  – Violations in the final reports: negative setup slack

Run
  – Maxcap violations: 0
  – Tool warnings: 35

Routing
  – Iteration tally of the first detailed-router pass: 2
  – Post-route ant nets: 0
  – # DRC: 0
  – Via count: 1346
  – Iteration-0 DRC Markers: 16
  – DR WL/cell: 19.6 um
  – Vias per cell: 3.91
  – Routed wire length: 6750 um

Clocking
  – Hold Buf Count CTS: 0
-- power groups by stage --
stage         Combinational (mW)   Clock [mW]  Sequential, mW
finish                      1.22  0.000000134               0
global route                1.31  0.000000134               0
CTS                         1.23            0               0
-- worst min-delay path, cell delays in order --
cell	delay [ps]
dlymetal6s2s_1	80
mux2_4	130
buf_2	80
-- cell type report --
| class | instances | area [um2] |
|---|---|---|
| diodes | 1 | 2.50 |
| fillers | 506 | 2090 |
| multi-input cells | 64 | 957 |
| well taps | 70 | 87.6 |
| repair buffers | 209 | 2000 |
-- logic make-up after synthesis --
kind of cell | after synthesis | synth area share (%)
multiplexers | 64 | 87.8
buffers and inverters | 7 | 12.2
-- placed cells by master (no fill, tap or decap) --
cell,synthesis,layout
buf_12,6,5
buf_16,0,2
buf_2,0,21
buf_4,0,2
buf_6,1,50
buf_8,0,1
clkdlybuf4s50_1,0,7
diode_2,0,1
dlygate4sd2_1,0,116
dlymetal6s2s_1,0,5
mux2_2,4,1
mux2_4,60,63
-- repair_timing --
item,in CTS,in global routing
gates resized,377,10
endpoints found under the setup margin,64,64
gates cloned,2,0
setup buffers,6,1
-- worst max path at each step --
| stage | start | cells after the start | slack [ps] | endpoint |
|---|---|---|---|---|
| finish | s | 5 | -190 | out[5] |
| global route | s | 5 | -200 | out[5] |
| CTS | s | 5 | -180 | out[5] |
-- through the flow --
step,hold WS (ps),setup TNS [ps]
2_1_floorplan,498,0
3_3_place_gp,1230,-33100
3_5_place_dp,1230,-33200
4_1_cts,737,-6450
5_1_grt,717,-7280
6_report,691,-6060
-- per-layer routing --
| metal | track usage (%) | vias up | wire length, um |
|---|---|---|---|
| met1 | 14.3 | 591 | 2200 |
| met4 | 0 | 0 | 0 |
| met3 | 5.33 | 0 | 646 |
| met5 | 0 | - | 0 |
| met2 | 29.1 | 77 | 3900 |
| li1 | - | 678 | - |
Power and IR drop assume default switching activity.
