==> flow/design.v <==
module alu (dataA, dataB, fs, c0, out, status);
	output [63:0]out;								 
	output [3:0]status;							 
	input [63:0]dataA, dataB;					 
	input [4:0]fs;									 
	input c0;
	wire z, n, c, v;								 
	wire [63:0]inA, inB;							 
	wire [63:0]a, o, x, add, lsl, lsr;		 
	assign inA = fs[1] ? ~dataA : dataA;	 
	assign inB = fs[0] ? ~dataB : dataB;	 
	assign status = {v, c, n, z};
	assign n = out[63];
	assign z = (out == 64'b0) ? 1'b1 : 1'b0;
	assign v = ~(inA[63] ^ inB[63]) & (out[63] ^ inA[63]);
	assign a = inA & inB;
	assign o = inA | inB;
	assign x = inA ^ inB;
	adder   add1   (inA, inB, c0, add, c);
	shifter shift1 (dataA, dataB[5:0], lsl, lsr);
	mux8_1 function_select (out, fs[4:2], a, o, add, x, lsl, lsr, 64'b0, 64'b0);
endmodule 
module mux8_1 (out, s, in0, in1, in2, in3, in4, in5, in6, in7);
	output reg [63:0]out;
	input [63:0]in0, in1, in2, in3, in4, in5, in6, in7;
	input [2:0] s;
	always @(*) begin
		case(s)
			3'b000: out <= in0;
			3'b001: out <= in1;
			3'b010: out <= in2;
			3'b011: out <= in3;
			3'b100: out <= in4;
			3'b101: out <= in5;
			3'b110: out <= in6;
			3'b111: out <= in7;
		endcase
	end
endmodule
module adder (a, b, cin, s, cout);
	output [63:0]s;
	output cout;
	input [63:0]a, b;
	input cin;
	assign {cout, s} = a + b + cin;
endmodule
module shifter (data, shamt, left, right);
	output [63:0]left, right;
	input [63:0]data;
	input [5:0]shamt;
	assign left = data << shamt;
	assign right = data >> shamt;
endmodule
==> flow/config.mk <==
export PLATFORM = sky130hd
export DESIGN_NAME = alu
export DESIGN_NICKNAME = alu
export VERILOG_FILES = /design/flow/design.v
export SDC_FILE = /design/flow/constraint.sdc
export NUM_CORES = 4
export LEC_CHECK = 1
export CORE_UTILIZATION = 30
==> flow/run.sh <==
#!/bin/bash
# OpenROAD 26Q1-2900-gdf79404cd8, Yosys 0.63+post, stock flow scripts
make -C /OpenROAD-flow-scripts/flow DESIGN_CONFIG=/design/flow/config.mk WORK_HOME=/design/flow/orfs finish
==> flow/constraint.sdc <==
current_design alu

set clk_period 22.2
set clk_io_pct 0.2

create_clock -name clk0 -period $clk_period

set non_clock_inputs [all_inputs -no_clocks]
set_input_delay [expr $clk_period * $clk_io_pct] -clock clk0 $non_clock_inputs
set_output_delay [expr $clk_period * $clk_io_pct] -clock clk0 [all_outputs]
==> out/qor.yml <==
run_status:
  status: "finished clean"
route:
  drt_wl_total_mm: 144.5
  vias: 25760
  viasPerCell: 6.721
  ant_nets: 0
  n_antenna_cell: 0
  wl_per_cell_um: 37.69
  drt-pass1-iter-count: 6
  drc: 0
  drt_iter0_drc: 3241
hold_path:
  hold_class: "input port to primary output"
worst_setup_path:
  required_ns: 17.76
  arrival_ns: 11.38
  cp_max_fo: 23
  start_kind: "input port"
  critical_path_class: "input port to primary output"
  end_kind: "primary output"
logic_synthesis:
  ys_sh_aoi_pct: 30.19
  xor_area_share_pct: 6.739
  ys_top_logic_family: "AND-OR/OR-AND gates"
  synth_area_mm2: 0.02040
  yosys.cell_types.count: 92
  yosys.area_share.simple_pct: 19.81
  muxShareOfSynthArea_pct: 25.02
  synth_adder_area_share_pct: 8.045
  postSynthSeqShare_pct: 0
  syn_area_per_cell_um2: 6.955
  ys_warn_count: 1
  ys_chip_area_mm2: 0.02040
  ys_cells: 2934
  synthCells: 2934
floorplan:
  placement_rows: 95
  die-width_um: 262.8
  core_area_mm2: 0.06728
  fp_util_pct: 30.33
  die.size.y_um: 262.8
  io_pins: 202
  die_area_mm2: 0.06906
final_layout:
  seq_area_um2: 0
  clock_buffers: 0
  drive_above_1_share_pct: 13.48
  fillers: 7274
  comb_area_mm2: 0.01837
  ff_count: 0
  stdcell_area_mm2: 0.02314
  area_growth_pct: 13.39
power:
  leakage_uw: 0.009251
  ir_worst_vdd_mv: 0.01877
  power.density_mw_per_mm2: 38.33
  finalPower_uw: 886.8
timing:
  finalHoldViolCount: 0
  finalMaxSlewViolations: 0
  fin_crit_sh_pct: 71.26
  rsz0062_at_grt: "no"
  fmax_mhz: 63.21
  relSlewSlack_pct: 21.12
  finalSetupTns_ns: 0
  setup_viol: 0
  period_needed_ns: 15.82
  worst_pin_slew_ns: 1.171
grt:
  grt_max_degree: 106
  grt_overflow: 0
  antenna_found_initial: 6
  grt_pass1_vias: 24320
  grt_use_total_pct: 41.69
  grt_pass1_wl_mm: 199.7
place:
  gp_congestion: 1.116
  post_dp_cell_area_mm2: 0.02314
  dp_hpwl_mm: 113.0
  port-buffer-count: 202
clock_network:
  post_cts_buffers: 0
  cts-resized-gates: 0
  cts_hold_buf: 0
flow_run:
  warnings: 98
  cap_viol_max_count: 0
==> final cells by class <==
type / count / share of cell area, %
inverters: 160 / 2.601
multi-input cells: 2460 / 79.41
repair buffers: 340 / 13.27
well taps: 873 / 4.721
==> path summary, 6_finish.rpt <==
check	start	endpoint	slack, ns	depth (start not counted)
worst max-delay path	fs[1]	status[0]	6.38	19
worst min-delay path	fs[0]	out[33]	10.17	6
==> cell families (layout without fill, tap and decap cells) <==
family	count (synthesis)	after routing
simple gates	870	870
fa+ha+maj	130	130
mux	366	366
xor+xnor	157	157
buf+inv	474	500
compound gates	937	937
==> where the power goes <==
group / switching (uW) / total [uW] / leakage (uW) / internal, uW
sequential: 0 / 0 / 0 / 0
combinational: 571 / 887 / 0.00925 / 316
clock: 0 / 0 / 0 / 0
total: 571 / 887 / 0.00925 / 316
==> stage by stage <==
| stage | hold WS (ns) | setup slack (ns) | utilization [%] | std cells |
|---|---|---|---|---|
| CTS | 10.15 | 6.564 | 34.39 | 3833 |
| global route | 10.24 | 6.147 | 34.39 | 3833 |
| detailed placement | 10.15 | 6.596 | 34.39 | 3833 |
| global placement | 10.15 | 6.523 | 34.39 | 3833 |
| finish | 10.17 | 6.380 | 34.39 | 3833 |
| floorplan | 9.122 | 7.815 | - | 2934 |
==> synthesized netlist by cell type, types with 34 or more instances <==
cell | count | area [um^2]
nor2_1 | 297 | 1115
a21oi_1 | 275 | 1376
nand2_1 | 244 | 915.9
clkbuf_1 | 183 | 686.9
mux2i_1 | 164 | 1642
inv_1 | 155 | 581.8
o21ai_0 | 139 | 695.7
ha_1 | 128 | 1602
xor2_1 | 119 | 1042
mux4_2 | 105 | 2365
o22ai_1 | 100 | 625.6
mux2_2 | 94 | 1059
buf_2 | 66 | 330.3
nand3_1 | 64 | 320.3
a211oi_1 | 61 | 457.9
nor3_1 | 47 | 235.2
xnor2_1 | 38 | 332.8
o211ai_1 | 34 | 255.2
==> critical path, stage by stage <==
cell and delay, ns:
buf_4 0.30, buf_4 0.48, buf_4 0.47, xor2_1 0.23
inv_1 0.10, fa_1 0.41, nand3b_1 0.20, a32oi_1 0.65
nand2_1 0.33, a211o_1 0.49, a21boi_0 0.23, o31ai_1 0.10
a222oi_1 0.42, o2111ai_1 0.21, or4_1 0.59, nor4_1 0.75
nand4_1 0.21, nor2_1 0.18, clkdlybuf4s50_1 0.47
==> cell usage in the layout (no fill, tap or decap), types with 15 or more instances in the layout <==
cell             count
a21oi_1            275
buf_4              138
nor2b_1             19
nand3_1             64
mux2_2              94
and3_1              19
a211oi_1            61
o211ai_1            34
a211o_1             15
and2_1              27
nor3_1              45
nor2_1             291
o21ai_0            138
nand4_1             30
o22ai_1            100
a221oi_1            16
nand2_1            244
o21a_1              19
nand2b_1            28
o32ai_1             16
or2_2               19
clkdlybuf4s50_1    192
ha_1               128
xor2_1             119
a31oi_1             30
mux2i_1            164
a21o_1              25
o32a_1              16
or3_1               17
inv_1              155
mux4_2             105
a22oi_1             18
nor4_1              15
xnor2_1             38
o221ai_1            18
==> per-layer routing <==
| metal | GRT usage (%) | routed length [um] | vias up |
|---|---|---|---|
| met4 | 26.87 | 11710 | 0 |
| met3 | 9.287 | 13330 | 415 |
| met2 | 62.63 | 62230 | 1769 |
| met1 | 54.23 | 57180 | 12600 |
| met5 | 0 | 0 | - |
| li1 | - | - | 10980 |
No activity file was given, so power comes from the tool's default toggle rates.
